$ cat run.sh
#!/bin/bash
# OpenROAD 26Q1-2900-gdf79404cd8, Yosys 0.63+post, stock flow scripts
make -C /OpenROAD-flow-scripts/flow DESIGN_CONFIG=/design/flow/config.mk WORK_HOME=/design/flow/orfs finish
$ cat config.mk
export PLATFORM = sky130hd
export DESIGN_NAME = control
export DESIGN_NICKNAME = control
export VERILOG_FILES = /design/flow/design.v
export SDC_FILE = /design/flow/constraint.sdc
export NUM_CORES = 4
export LEC_CHECK = 1
export CORE_AREA = 10 10 70 70
export DIE_AREA = 0 0 80 80
$ cat constraint.sdc
current_design control

set clk_period 2.3
set clk_io_pct 0.2

create_clock -name clk0 -period $clk_period

set non_clock_inputs [all_inputs -no_clocks]
set_input_delay [expr $clk_period * $clk_io_pct] -clock clk0 $non_clock_inputs
set_output_delay [expr $clk_period * $clk_io_pct] -clock clk0 [all_outputs]
$ cat design.v
package pkg;
  typedef enum logic [3:0] {
    ALU_ADD  = 4'b0000,
    ALU_SUB  = 4'b0001,
    ALU_XOR  = 4'b0010,
    ALU_OR   = 4'b0011,
    ALU_AND  = 4'b0100,
    ALU_SLL  = 4'b0101,
    ALU_SRL  = 4'b0110,
    ALU_SRA  = 4'b0111,
    ALU_SLT  = 4'b1000,
    ALU_SLTU = 4'b1001
  } alu_control_t;
  typedef enum logic [1:0] {
    ALU_OP_LOAD_STORE = 2'b00,
    ALU_OP_BRANCH     = 2'b01,
    ALU_OP_MATH       = 2'b10
  } alu_op_t;
  typedef enum logic [2:0] {
    FUN3_ADD_SUB = 3'b000,
    FUN3_XOR = 3'b100,
    FUN3_OR = 3'b110,
    FUN3_AND = 3'b111,
    FUN3_SLL = 3'b001,
    FUN3_SRL_SRA = 3'b101,
    FUN3_SLT = 3'b010,
    FUN3_SLTU = 3'b011
  } func3_t;
  typedef enum logic [6:0] {
    OPCODE_I_TYPE_LOAD = 7'b0000011,
    OPCODE_I_TYPE_ALU = 7'b0010011,
    OPCODE_I_TYPE_JALR = 7'b1100111,
    OPCODE_R_TYPE = 7'b0110011,
    OPCODE_S_TYPE = 7'b0100011,
    OPCODE_B_TYPE = 7'b1100011,
    OPCODE_J_TYPE = 7'b1101111
  } opcode_t;
  typedef enum logic [1:0] {
    IMM_SRC_I_TYPE = 2'b00,
    IMM_SRC_S_TYPE = 2'b01
  } imm_src_t;
endpackage
`default_nettype none
import pkg::*;
module control (
    input logic [6:0] opcode,
    input logic [2:0] funct3,
    input logic [6:0] funct7,
    input logic alu_zero,
    output logic reg_write_enable,
    output logic data_mem_write_enable,
    output logic alu_src,
    output logic result_src,
    output logic branch,
    output logic [1:0] imm_src,
    output logic [3:0] alu_control
);
  logic [1:0] alu_op;
  always_comb begin
    reg_write_enable = 0;
    imm_src = 2'b00;
    alu_src = 0;
    data_mem_write_enable = 0;
    result_src = 0;
    branch = 0;
    alu_op = 2'b00;
    case (opcode)
      OPCODE_I_TYPE_LOAD: begin
        reg_write_enable = 1;
        imm_src = 2'b00;
        alu_src = 1;
        data_mem_write_enable = 0;
        result_src = 1;
        branch = 0;
        alu_op = ALU_OP_LOAD_STORE;
      end
      OPCODE_S_TYPE: begin
        reg_write_enable = 0;
        imm_src = IMM_SRC_S_TYPE;
        alu_src = 1;
        data_mem_write_enable = 1;
        branch = 0;
        alu_op = ALU_OP_LOAD_STORE;
      end
      OPCODE_I_TYPE_ALU: begin
        reg_write_enable = 1;
        imm_src = IMM_SRC_I_TYPE;
        alu_src = 1;
        data_mem_write_enable = 0;
        result_src = 0;
        branch = 0;
        alu_op = ALU_OP_MATH;
      end
      OPCODE_R_TYPE: begin
        reg_write_enable = 1;
        alu_src = 0;
        data_mem_write_enable = 0;
        result_src = 0;
        branch = 0;
        alu_op = ALU_OP_MATH;
      end
      default: begin
        reg_write_enable = 0;
        imm_src = 2'b00;
        alu_src = 0;
        data_mem_write_enable = 0;
        result_src = 0;
        branch = 0;
        alu_op = 2'b00;
      end
    endcase
  end
  always_comb begin
    case (alu_op)
      ALU_OP_LOAD_STORE: alu_control = ALU_ADD;
      ALU_OP_BRANCH: alu_control = ALU_SUB;
      ALU_OP_MATH: begin
        if (funct3 == FUN3_ADD_SUB) begin
          if ({opcode[5], funct7[5]} == 2'b11) begin
            alu_control = ALU_SUB;
          end else begin
            alu_control = ALU_ADD;
          end
        end else if (funct3 == FUN3_XOR) begin
          alu_control = ALU_XOR;
        end else if (funct3 == FUN3_OR) begin
          alu_control = ALU_OR;
        end else if (funct3 == FUN3_AND) begin
          alu_control = ALU_AND;
        end else if (funct3 == FUN3_SLL) begin
          alu_control = ALU_SLL;
        end else if (funct3 == FUN3_SRL_SRA) begin
          if (funct7 == 7'h20) begin
            alu_control = ALU_SRA;
          end else if (funct7 == 7'b0) begin
            alu_control = ALU_SRL;
          end else begin
            alu_control = 4'b0000;
          end
        end else if (funct3 == FUN3_SLT) begin
          alu_control = ALU_SLT;
        end else if (funct3 == FUN3_SLTU) begin
          alu_control = ALU_SLTU;
        end else begin
          alu_control = 4'b0000;
        end
      end
      default: alu_control = 4'b0000;
    endcase
  end
endmodule
==> GITHUB_STEP_SUMMARY <==
### Yosys + OpenROAD results

| Metric | Value |
|---|---|
| Period utilization | approximately 95% |
| Number of port buffers | 26 |
| Result of the run | finished, final reports clean |
| Chip area from the yosys synthesis statistics | 197.7 sq um |
| Synth Warn # | 1 |
| RSZ-0062 raised after global routing | false |
| FF+latch count | 0 |
| Filler cells | around 380 |
| Synthesized area | roughly 200 sq um |
| Antenna-violating nets left | 0 |
| Instance area after placement | ~540 sq um |
| Maximum vdd drop | around 0.000014 V |
| Prevailing logic family in the synthesized netlist | simple AND/OR/NAND/NOR gates |
| Classification of the worst-slack hold path | in2out |
| Placed wire-length estimate after detailed placement | a little under 900 um |
| GRT met2 Usage | about 5% |
| Leading post-synthesis cells by cell area | sky130_fd_sc_hd__buf_4 11%, sky130_fd_sc_hd__nand3_1 7.6%, sky130_fd_sc_hd__nor3_1 7.6% |
| Cell accounting for the most synthesized area | sky130_fd_sc_hd__buf_4 |
| Vias in the first global route | ~340 |
| Fin. max-slew vios | 0 |
| Highest clock rate | about 0.46 GHz |
| Die footprint | roughly 6400 sq um |
| Area share of and-or/or-and cells after synthesis | between 20% and 30% |
| GR met1 Demand/Resource | under 10% |
| Critical path class | in2out |
| Global-route wire length before repair | 1538 um |
| Global route total overflow | 0 |
| Largest driver fanout on the critical path | 2 |
| Cell count in the Yosys report | 30 |
| Worst path arrival time | roughly 1.7 ns |
| OpenROAD warning count | 34 |
| Number of failing hold endpoints at the final stage | 0 |
| Ports placed on the boundary | 29 |
| Mean post-synth cell area | 6.590 sq um |
| Synth top cells by count | 4 x sky130_fd_sc_hd__nand2_1, 3 x sky130_fd_sc_hd__buf_4, 3 x sky130_fd_sc_hd__nand3_1, 3 x sky130_fd_sc_hd__nor2_1, 3 x sky130_fd_sc_hd__nor3_1 |
| Wire length reported by the detailed router | ~1100 um |
| Min Clock Period, post-route | roughly 2.2 ns |
| Finished Cell Area | approximately 600 sq um |
| Mux contribution to synthesized area | 0% |
| Worst path buffer plus inverter count | 3 |
| Xor/xnor share | 0% |
| Average wire per standard cell | just under 10 um |
| Number of antenna violations at the first check in global routing | 0 |
| Pin count of the biggest net entering global routing | 6 |
| Clock buffer instance count of the final layout | 0 |
| Power per cell area | between 100 and 150 nW/um^2 |
| Leading cell type by number of instances after synthesis | sky130_fd_sc_hd__nand2_1 |
| Final instance count without filler cells | between 100 and 150 |
| Antenna Cells | 0 |
| Total iterations of the first detailed-routing run | 4 |
| DIE HEIGHT | 80 um |
| Total number of vias | ~350 |
| Delay of the slowest critical-path stage | ~0.44 ns |
| Fraction of final layout cells sized beyond drive strength 1 | roughly two fifths |
| Starting DRC count in detailed routing | 14 |
| Met3 track utilization from global routing | 0.6818% |
| All-Layer GR Usage | approximately 2.8% |
| Initial Util | under 10% |
| Lkg Pwr | about 0.30 nW |
| DR vias/cell | 3.250 |
| Cell Count Post-Placement | between 100 and 150 |
| Post-synthesis simple-gate area fraction | 57.59% |
| Area of combinational cells with multiple inputs | about 230 sq um |
| Busiest layer in global routing | met2 |
| Core Box Area | 3416 sq um |
| Mapped Cells | 30 |
| Cell type group with the largest total delay on the critical path | buffers and inverters |
| Proportion of synthesized chip area in sequential cells | 0% |
| Cells along the critical path | clkdlybuf4s50_1 > nor4_4 > buf_4 > nand2_1 > a211oi_2 > clkbuf_2 |
| Type of destination of the critical path | primary output |
| Kind of start point of the critical path | primary input |
| Routability congestion estimate | approximately 0.83 |
| Area added between synthesis and finish | 204.4% |
| Number of different library cells in the post-synthesis netlist | 17 |
| DRC violation count after routing | 0 |
| Site Rows | 21 |
| Crit path max-delay cell type | sky130_fd_sc_hd__clkdlybuf4s50_1 |
| Final setup fails | 0 |
| Area share of the largest cell type after synthesis | 11.39% |
| Flop area | 0 sq um |
| Max Cap Violations | 0 |
| Horizontal extent of the die | around 80 um |
| Adder Area Share | 0% |
| Critical Path RT | roughly 1.8 ns |
-- worst paths after layout --
check	from	end	depth (start not counted)
max	funct7[1]	alu_control[1]	6
min	opcode[0]	alu_control[1]	4
-- per-stage QoR --
| stage | total power, W | util (%) | worst slack (ns) | setup TNS [ns] | hold WS [ns] |
|---|---|---|---|---|---|
| 2_1_floorplan | 0.00001263 | - | 0.5614 | 0 | 0.9363 |
| 3_3_place_gp | 0.00005667 | 15.86 | -0.3330 | -2.563 | 1.923 |
| 3_5_place_dp | 0.00005683 | 15.86 | -0.3536 | -2.616 | 1.920 |
| 4_1_cts | 0.00005970 | 16.78 | -0.2170 | -0.3555 | 1.533 |
| 5_1_grt | 0.00006740 | 17.62 | 0.03402 | 0 | 1.306 |
| 6_report | 0.00006196 | 17.62 | 0.1150 | 0 | 1.272 |
-- power by group --
group / total, W / leakage, nW / internal [W] / switching (W)
logic: 0.0000620 / 0.301 / 0.0000376 / 0.0000244
registers: 0 / 0 / 0 / 0
clock network: 0 / 0 / 0 / 0
total: 0.0000620 / 0.301 / 0.0000376 / 0.0000244
-- worst min-delay path: stages --
cell	delay (ns)
sky130_fd_sc_hd__clkbuf_2	0.10
sky130_fd_sc_hd__nand3_2	0.12
sky130_fd_sc_hd__a211oi_2	0.05
sky130_fd_sc_hd__clkbuf_2	0.08
-- cells in the final DEF, fill, tap and decap left out, drive strengths merged, types with 2 or more instances in the layout --
master,netlist,final
nand3,3,3
a21oi,2,2
buf,3,8
clkbuf,0,3
dlygate4sd2,0,6
clkdlybuf4s50,0,11
nor2,3,3
clkdlybuf4s15,0,2
conb,1,2
inv,2,2
dlymetal6s2s,0,4
nand2,4,4
nor3,3,3
a211oi,2,2
-- area by class of cell --
type | instances | area share (%)
timing repair buffer | 34 | 51.35
multi-input combinational | 26 | 37.84
tap | 46 | 9.563
inverter | 2 | 1.247
-- metal layers --
layer  up-vias  part of all wire [%]
li1        171                     -
met1       161                    49
met2        19                    43
met3         0                   7.8
met4         0                     0
met5         -                     0
-- logic make-up after synthesis --
family                 Yosys count
AOI/OAI and AO/OA                6
buffers and inverters            5
other                            1
and+or+nand+nor                 18
-- what timing repair did --
action                                  in CTS  in global routing
resized                                     22                 12
setup buffers                                0                  2
cloned                                       0                  0
hold buffers                                 0                  0
pin swaps                                   10                  5
endpoints found under the setup margin       9                  6
No activity file was given, so power comes from the tool's default toggle rates.

`flow/config.mk`:
```
export PLATFORM = sky130hd
export DESIGN_NAME = alu
export DESIGN_NICKNAME = alu
export VERILOG_FILES = /design/flow/design.v
export SDC_FILE = /design/flow/constraint.sdc
export NUM_CORES = 4
export LEC_CHECK = 1
export CORE_UTILIZATION = 30
```
`flow/constraint.sdc`:
```
current_design alu

set clk_period 16.8
set clk_io_pct 0.2

create_clock -name clk0 -period $clk_period

set non_clock_inputs [all_inputs -no_clocks]
set_input_delay [expr $clk_period * $clk_io_pct] -clock clk0 $non_clock_inputs
set_output_delay [expr $clk_period * $clk_io_pct] -clock clk0 [all_outputs]
```
`flow/design.v`:
```
package pkg;
  typedef enum logic [3:0] {
    ALU_ADD  = 4'b0000,
    ALU_SUB  = 4'b0001,
    ALU_XOR  = 4'b0010,
    ALU_OR   = 4'b0011,
    ALU_AND  = 4'b0100,
    ALU_SLL  = 4'b0101,
    ALU_SRL  = 4'b0110,
    ALU_SRA  = 4'b0111,
    ALU_SLT  = 4'b1000,
    ALU_SLTU = 4'b1001
  } alu_control_t;
  typedef enum logic [1:0] {
    ALU_OP_LOAD_STORE = 2'b00,
    ALU_OP_BRANCH     = 2'b01,
    ALU_OP_MATH       = 2'b10
  } alu_op_t;
  typedef enum logic [2:0] {
    FUN3_ADD_SUB = 3'b000,
    FUN3_XOR = 3'b100,
    FUN3_OR = 3'b110,
    FUN3_AND = 3'b111,
    FUN3_SLL = 3'b001,
    FUN3_SRL_SRA = 3'b101,
    FUN3_SLT = 3'b010,
    FUN3_SLTU = 3'b011
  } func3_t;
  typedef enum logic [6:0] {
    OPCODE_I_TYPE_LOAD = 7'b0000011,
    OPCODE_I_TYPE_ALU = 7'b0010011,
    OPCODE_I_TYPE_JALR = 7'b1100111,
    OPCODE_R_TYPE = 7'b0110011,
    OPCODE_S_TYPE = 7'b0100011,
    OPCODE_B_TYPE = 7'b1100011,
    OPCODE_J_TYPE = 7'b1101111
  } opcode_t;
  typedef enum logic [1:0] {
    IMM_SRC_I_TYPE = 2'b00,
    IMM_SRC_S_TYPE = 2'b01
  } imm_src_t;
endpackage
`default_nettype none
import pkg::*;
module alu (
    input logic [31:0] srcA,
    input logic [31:0] srcB,
    input logic [3:0] alu_control,
    output logic zero,
    output logic [31:0] result
);
  always_comb begin
    case (alu_control)
      ALU_ADD:  result = srcA + srcB;
      ALU_SUB:  result = srcA - srcB;
      ALU_XOR:  result = srcA ^ srcB;
      ALU_OR:   result = srcA | srcB;
      ALU_AND:  result = srcA & srcB;
      ALU_SLL:  result = srcA << srcB;
      ALU_SRL:  result = srcA >> srcB;
      ALU_SRA:  result = srcA >>> srcB;
      ALU_SLT:  result = srcA < srcB ? 1 : 0;
      ALU_SLTU: result = {{31{1'b0}}, (srcA < srcB ? 1'b1 : 1'b0)};
      default: result = 32'b0;
    endcase
  end
  assign zero = result == 32'b0;
endmodule
```
`flow/run.sh`:
```
#!/bin/bash
# OpenROAD 26Q1-2900-gdf79404cd8, Yosys 0.63+post, stock flow scripts
make -C /OpenROAD-flow-scripts/flow DESIGN_CONFIG=/design/flow/config.mk WORK_HOME=/design/flow/orfs finish
```
==> notes.md <==
flow finished, numbers: outcome completed, vias between 10k and 15k, FMAX 82.0 MHz, Post-CTS Setup Bufs 0, fraction of layout cells with a size suffix above 1 under 10%, Gate Count Post-Synth ~1.4k, die area 32,300 sq um, CTS Hold Bufs 0, # Max-Cap Violations 0, commonest cells in the netlist 146 x nor2_1, 121 x nand2_1, 96 x ha_1, sequential share of power 0%, Synth top cell by count nor2_1, diode count 0, post-synthesis chip area from yosys roughly 9500 sq um, Cell Type Count 89, Psw between 0.2 and 0.25 mW, kind of critical path in -> out, Port Buf Inserts around 100, ys cells about 1.4k, global-route wire length before repair ~73 mm, Synth Warn # 1, post-route setup TNS 0 ns, Hold WC Path Type in -> out, Slew @ Worst Pin about 0.94 ns, endpoints failing setup 0, total power 0.353 mW, P_int around 0.14 mW, Synth area leader ha_1, width of the die 180 um, grt ovf 0, clock share of power 0%, switching share of power between 60% and 70%, RSZ-0062 raised after global routing no, worst-path maximum fanout 16, 1st-pass router iterations 21, Via density around 6.5, DRT Wirelength a little under 50 mm, Flop area 0 sq um, crit end category primary output, I/O pins 101, Worst EP arrival 8.83 ns, OpenROAD warnings approximately 96, DRC viols 0, Final Hold Fails 0, final max-slew violation count 0, relative slew slack approximately 37%, Critical Path, Cell by Cell clkdlybuf4s50_1 > inv_1 > ha_1 > inv_1 > a221oi_1 > nand3_1 > a21oi_1 > o21ai_0 > a211oi_1 > o221ai_1 > a221o_1 > nor4_2 > nand4_1 > nor3_2 > clkdlybuf4s50_1, post-cts gate resize count 0, Initial Util a little under a third, DP Cell Count between 1.5k and 2k, hpwl dp roughly 39 mm, largest net degree at the start of global routing 66, final period utilization 72.6%, DRT iter0 DRCs around 1.1k, GP Congestion between 1 and 1.5, Synth area leaders ha_1 13%, mux4_2 10%, nor2_1 5.8%, Area growth syn-to-layout 13.2%, CORE AREA between 30,000 and 40,000 sq um, Post-Syn Area per Cell around 7 sq um, Area leader share 12.7%, registers 0, Min Clock Period, post-route between 10 and 15 ns, Final Hold Slack 7.95 ns, Required @ worst endpoint between 10 and 15 ns, worst vdd ir between 0.00002 and 0.000025 V, clk_buf instances 0, static leakage ~4.2 nW, non-filler cells, final between 1.5k and 2k, Gate power share ~100%, critical path startpoint category primary input, Die H between 150 and 200 um, sequential element share of the synthesized area 0%, Core Rows 64, antenna-violating nets left 0, power per cell area 32.9 nW/um^2, synthesized area ~9500 sq um, per-cell routed wire length approximately 27 um, max incr delay on CP 0.82 ns, total track usage 30.4%, slowest CP cell clkdlybuf4s50_1, initial antenna violation count 0, vias in the first global route approximately 11k
## power by group through the flow
stage | registers (mW) | clock network, mW | logic (mW)
6_report | 0 | 0 | 0.353
5_1_grt | 0 | 0 | 0.378
4_1_cts | 0 | 0 | 0.345
## path summary, 6_finish.rpt
check,endpoint,startpoint,depth (start not counted),slack [ns]
worst min-delay path,result[4],srcB[2],6,7.95
worst max-delay path,zero,srcB[4],15,4.61
## routing by layer
metal,share of wire (%),wire [um],vias up,GRT usage (%)
met5,0,0,-,0
met3,8.6,4230,110,4.68
met4,4.2,2060,0,10.8
li1,-,-,5272,-
met2,45,22200,654,48.3
met1,42,20500,5587,42.2
## worst max-delay path: cells and delay by family
kind                     cells  cell delay, ns
AND-OR/OR-AND                6            2.16
adder cells (fa/ha/maj)      1            0.49
buffers and inverters        4            1.87
AND/OR/NAND/NOR              4            0.95
## cell usage in the layout, fill, tap and decap left out, types with 10 or more instances in the layout
cell             instances
a21o_1                  17
inv_1                   89
o21ai_0                 81
or3_1                   11
a22oi_1                 12
a211o_1                 15
nor3_1                  38
ha_1                    96
a221oi_1                22
or2_2                   10
o311ai_0                11
mux2i_1                 36
nand2_1                121
buf_4                   31
o211ai_1                25
o21bai_1                12
nand2b_1                15
a31oi_1                 15
nand4_1                 14
mux4_2                  43
o21a_1                  10
a211oi_1                17
nor2_1                 145
and3_1                  15
clkdlybuf4s50_1         97
a21oi_1                 95
a221o_1                 14
nor4_1                  18
nor2b_1                 17
nand3_1                 36
o22ai_1                 22
and2_1                  13
mux2_2                  26
## logic make-up after synthesis
family                   synth area share (%)
AND-OR/OR-AND                            34.6
XOR/XNOR                                0.648
adder cells (fa/ha/maj)                  13.1
buffers and inverters                    8.62
multiplexers                             17.1
AND/OR/NAND/NOR                          25.9
## area by class of cell
class	instances	area (sq um)
inverter	90	338
multi-input combinational	1172	8670
fill	3299	20100
timing repair buffer	130	1210
tap	396	495
## metrics by stage
step                      area, sq um  util [%]  setup slack, ns
after CTS                       10700      34.8             4.72
after floorplan                  9470         -             6.47
after detailed placement        10700      34.8             4.73
final                           10700      34.8             4.61
after global routing            10700      34.8             4.26
after global placement          10700      34.8             4.86
Power is estimated from default activity; no workload was simulated.

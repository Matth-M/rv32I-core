[flow/config.mk]
export PLATFORM = sky130hd
export DESIGN_NAME = program_counter
export DESIGN_NICKNAME = program_counter
export VERILOG_FILES = /design/flow/design.v
export SDC_FILE = /design/flow/constraint.sdc
export NUM_CORES = 4
export LEC_CHECK = 1
export CORE_AREA = 10 10 102 102
export DIE_AREA = 0 0 112 112
[flow/design.v]
package pkg;
  typedef enum logic [3:0] {
    ALU_ADD  = 4'b0000,
    ALU_SUB  = 4'b0001,
    ALU_XOR  = 4'b0010,
    ALU_OR   = 4'b0011,
    ALU_AND  = 4'b0100,
    ALU_SLL  = 4'b0101,
    ALU_SRL  = 4'b0110,
    ALU_SRA  = 4'b0111,
    ALU_SLT  = 4'b1000,
    ALU_SLTU = 4'b1001
  } alu_control_t;
  typedef enum logic [1:0] {
    ALU_OP_LOAD_STORE = 2'b00,
    ALU_OP_BRANCH     = 2'b01,
    ALU_OP_MATH       = 2'b10
  } alu_op_t;
  typedef enum logic [2:0] {
    FUN3_ADD_SUB = 3'b000,
    FUN3_XOR = 3'b100,
    FUN3_OR = 3'b110,
    FUN3_AND = 3'b111,
    FUN3_SLL = 3'b001,
    FUN3_SRL_SRA = 3'b101,
    FUN3_SLT = 3'b010,
    FUN3_SLTU = 3'b011
  } func3_t;
  typedef enum logic [6:0] {
    OPCODE_I_TYPE_LOAD = 7'b0000011,
    OPCODE_I_TYPE_ALU = 7'b0010011,
    OPCODE_I_TYPE_JALR = 7'b1100111,
    OPCODE_R_TYPE = 7'b0110011,
    OPCODE_S_TYPE = 7'b0100011,
    OPCODE_B_TYPE = 7'b1100011,
    OPCODE_J_TYPE = 7'b1101111
  } opcode_t;
  typedef enum logic [1:0] {
    IMM_SRC_I_TYPE = 2'b00,
    IMM_SRC_S_TYPE = 2'b01
  } imm_src_t;
endpackage
`default_nettype none
module program_counter (
    input logic [31:0] pc_next,
    input logic clk,
    input logic reset_n,
    output logic [31:0] pc
);
  always_ff @(posedge clk) begin
    if (reset_n == 0) begin
      pc <= 32'b0;
    end else begin
      pc <= pc_next;
    end
  end
endmodule
[flow/run.sh]
#!/bin/bash
# OpenROAD 26Q1-2900-gdf79404cd8, Yosys 0.63+post, stock flow scripts
make -C /OpenROAD-flow-scripts/flow DESIGN_CONFIG=/design/flow/config.mk WORK_HOME=/design/flow/orfs finish
[flow/constraint.sdc]
current_design program_counter

set clk_period 1.0
set clk_io_pct 0.2

create_clock -name clk0 -period $clk_period [get_ports {clk}]

set non_clock_inputs [all_inputs -no_clocks]
set_input_delay [expr $clk_period * $clk_io_pct] -clock clk0 $non_clock_inputs
set_output_delay [expr $clk_period * $clk_io_pct] -clock clk0 [all_outputs]
==> metrics.yaml <==
outcome:
  status: "finished clean"
floorplan:
  die_w_um: 112
  fp-row-count: 33
  initCoreUtil_pct: 10.9
  ios: 66
  die_h_um: 112
  core_um2: 8220
  chipArea_um2: 12500
detailed_routing:
  vias_per_cell: 2.85
  wirelength_um: 2870
  drcViolationCount: 0
  ant_nets: 0
  dr.pass1.iters: 2
  wire_per_inst_um: 11.8
  vias: 693
  diodes: 0
  drtIter0Drc: 14
grt:
  busiest_layer: "met2"
  gr-usage-met1_pct: 5.10
  use_met3_pct: 2.44
  grt_pass1_wl_um: 4370
  grt.total_usage_pct: 4.36
  grt_max_degree: 33
  first_global_vias: 706
  met2_usage_pct: 6.80
  overflow: 0
  antenna_found_initial: 0
synthesis:
  ys_ff: 32
  syn_area_um2: 896
  yosysCellCount: 67
  ys_seq_share_pct: 71.5
  synthCells: 67
  synth_chip_area_um2: 896
  ys_types: 3
  avgSynthCellArea_um2: 13.4
  yosysWarningCount: 1
final_layout:
  final_util_pct: 21.1
  fin_cells: 243
  syn2layout_area_growth_pct: 93.2
  final_cell_mix: "clkdlybuf4s50_1, and2_2, dfxtp_1"
  largest_reg_flops: 32
  layout_top_cell: "clkdlybuf4s50_1"
  drive_above_1_share_pct: 43.5
  top_regs: "pc (32)"
  regMostFlops: "pc"
  final_area_um2: 1730
critical_path:
  required_ns: 0.80
  cp.arrival_ns: 0.76
  path_cells: "clkdlybuf4s15_1"
  worst_path_max_delay_cell: "dfxtp_1"
  cp-end-kind: "output port"
  crit_family: "flip-flops"
  cp.buffers_inverters: 1
  cpPeakStageDelay_ns: 0.31
  start_kind: "flip-flop"
  path_class: "reg2out"
  crit_path_max_fanout: 1
sta:
  maxSlewHeadroom_pct: 92.6
  worstMarginPinSlew_ns: 0.111
  min_period_ns: 0.963
  finalClockPeriodUsage_pct: 96.3
  fin_ws_ns: 0.0372
  setup_viol: 0
  fmax_mhz: 1040
  hold_viol: 0
  drv_slew: 0
  rsz0062_at_grt: "false"
place:
  placedInstanceArea_um2: 1680
  numPortBuffers: 65
  gp_congestion: 0.690
  place_ws_ns: -0.137
  place_inst: 235
clocking:
  cts_buffers: 5
  numClockSinks: 32
  clk_pin_slew_ns: 0.06
  root_buffer: "clkbuf_8"
  cts_tree: "done"
  htreeDepth: 2
  max-clock-path-buffers: 2
  post_cts_buffers: 0
job:
  drv_cap: 0
  warnings: 25
power_and_ir_drop:
  p_total_w: 0.00264
  powerDensity_nw_per_um2: 1530
  ir_drop_uv: 439
  leakagePower_nw: 0.706
min_path:
  hold_path_class: "in2reg"
-- cell families after synthesis --
kind of cell,share of synthesized area [%]
AND/OR/NAND/NOR,26.8
buffers and inverters,1.68
flip-flops,71.5
-- Yosys cell counts (all sizes together) --
cell | instances | share of area [%]
dfxtp | 32 | 72
clkbuf | 3 | 1.7
and2 | 32 | 27
-- routing by layer --
layer  share of wire, %  vias up  wire (µm)
li1                   -      340          -
met1                 39      310       1110
met2                 47       38       1350
met3                 11        5        328
met4                3.0        0         87
met5                  0        -          0
-- power by group --
part	leakage [nW]	internal, W	total, W	switching (W)
logic	0.391	0.000228	0.000283	0.0000548
clock network	0.0455	0.000561	0.000994	0.000433
registers	0.269	0.00135	0.00136	0.0000168
-- worst paths after layout --
check / start / to / slack [ns] / cells past startpoint
worst max-delay path: pc[30] / pc[30] / 0.04 / 1
worst min-delay path: pc_next[0] / pc[0] / 0.52 / 2
-- metrics by stage --
stage	TNS [ns]	hold slack (ns)
final	0	0.519
after global routing	0	0.502
after CTS	0	0.501
after detailed placement	-3.68	0.801
after global placement	-3.51	0.800
after floorplan	0	0.336
-- what timing repair did --
action                                  in CTS  in global routing
hold buffers                                 0                  0
resized                                     70                 17
endpoints found under the setup margin      32                 13
-- layout make-up --
cell class,instances,area (µm²)
Fill cell,887,6490
Sequential cell,32,653
Timing Repair Buffer,66,616
Multi-Input combinational cell,32,240
Tap cell,105,131
Clock buffer,8,90.1
Power figures rest on the tool's default switching activity, not on a simulated workload.
